==> ./design.v <==
module Moore(input clk,input rst,input data_in, output reg data_out, output reg[5:0] state, output reg[5:0] next_state);
  parameter S0= 6'b000000;
  parameter S1= 6'b000001;
  parameter S2= 6'b000010;
  parameter S3= 6'b000011;
  parameter S4= 6'b000100;
  parameter S5= 6'b000101;
  always@(posedge clk) begin
    if(rst) begin 
      state<=0;
    end else begin 
      state<=next_state;
    end 
  end 
  always@(*) begin
    next_state=state;
    data_out=1'b0;
    case (state) 
 S0: begin
   if(data_in) begin
   next_state=S1;
 end else  begin
   next_state=S0;
 end
 end
 S1: begin
   if(data_in) begin
     next_state=S2;
   end else begin 
     next_state= S0;
   end
 end
 S2: begin
   if(!data_in) begin
     next_state=S3;
   end else begin
     next_state=S2;
   end
 end
 S3: begin
   if(data_in) begin
     next_state=S4;
   end else begin
     next_state=S0;
   end
 end
 S4: begin
   if(data_in) begin
     next_state=S5;
   end else begin
     next_state=S0;
   end
 end
 S5: begin
   data_out=1'b1;
   if(data_in) begin
     next_state=S2;
   end else begin
     next_state=S3;
   end 
 end
 default: 
   next_state=S0;
    endcase
  end
      endmodule
==> ./run.sh <==
#!/bin/bash
# OpenROAD 26Q1-2900-gdf79404cd8, Yosys 0.63+post, stock flow scripts
make -C /OpenROAD-flow-scripts/flow DESIGN_CONFIG=/design/flow/config.mk WORK_HOME=/design/flow/orfs finish
==> ./config.mk <==
export PLATFORM = sky130hd
export DESIGN_NAME = Moore
export DESIGN_NICKNAME = Moore
export VERILOG_FILES = /design/flow/design.v
export SDC_FILE = /design/flow/constraint.sdc
export NUM_CORES = 4
export LEC_CHECK = 1
export CORE_AREA = 10 10 70 70
export DIE_AREA = 0 0 80 80
==> ./constraint.sdc <==
current_design Moore

set clk_period 1.7
set clk_io_pct 0.2

create_clock -name clk0 -period $clk_period [get_ports {clk}]

set non_clock_inputs [all_inputs -no_clocks]
set_input_delay [expr $clk_period * $clk_io_pct] -clock clk0 $non_clock_inputs
set_output_delay [expr $clk_period * $clk_io_pct] -clock clk0 [all_outputs]
==> out/metrics.yaml <==
cts:
  cts_hold_buffers: 0
  clk_path_buf_depth: 2
  cts_max_level: 1
  cts-root-buf: "clkbuf_4"
  cts_tree: "built"
  insertion_delay_ps: 230
  cts_buffers: 3
  clock-sinks: 3
  cts.reportedPaths.clkPinSlew_ps: 40
routing:
  routed_wl_um: 631
  ant_nets: 0
  vias: 224
  routedWlPerCell_um: 6.93
  via_per_inst: 2.46
  drc_errors: 0
  drtIter0Drc: 7
  diodes: 0
  dr.pass1.iters: 4
power_and_ir_drop:
  netSwitchingPower_uw: 56.2
  p_clk_share_pct: 49.8
  swShare_pct: 22.6
  power_density_mw_per_mm2: 597
  seq_power_share_pct: 31.0
  p_int_uw: 193
  combPwrFrac_pct: 19.2
  vdd_drop_max_uv: 111
  leakagePower_uw: 0.000180
place:
  pre_cts_slack_ps: -396
  port_buffers: 9
  place_area_sq_um: 347
  dp_hpwl_um: 496
  place_congestion: 0.762
hold_path:
  holdPathEnd: "state[2]"
  hold_depth: 4
  hp-class: "input pin to flop"
  min_from: "data_in"
critical_path:
  worstReg2RegStart: "state[0]"
  crit_slowest_cell: "dfxtp_4"
  critical_path_arrival_ps: 1370
  critPathMaxStageDelay_ps: 340
  worstSetupPathType: "flop to primary output"
  cp_data_required_time_ps: 1360
  start_kind: "flop"
  end_kind: "primary output"
  ff2ff_setup_slack_ps: 470
  reg2reg_depth: 5
  reg2reg_to: "state[0]"
  crit_chain: "buf_4 -> nor4bb_1 -> a211o_2 -> dlygate4sd2_1"
  cp_max_fo: 5
sta:
  rsz0062_at_grt: "true"
  setup_violations: 1
  setup-tns-final_ps: -5.36
  timing.hold.ws_ps: 488
  worst_slack_ps: -5.36
  timing.final.hold_violations: 0
  period_needed_ps: 1710
  period_used_pct: 100
  fin_worst_skew_ps: 0.574
  fmax_ghz: 0.586
  slew_violations: 0
synth:
  ys_seq_share_pct: 27.6
  ys_top_cells_by_area: "dfxtp_1 28%, buf_4 21%, nand2_1 6.9%"
  synth_top_area_share_pct: 27.6
  synth_area_per_cell_sq_um: 7.78
  synth.distinct_cells: 15
  synthesis.area_sq_um: 218
  yosysCellCount: 28
  ys.warnings.count: 1
  syn_inst: 28
  ys_seq_elements: 3
  synth_top_cell_by_area: "dfxtp_1"
  yosys_area_sq_um: 218
global_routing:
  antenna_found_initial: 0
  grt_use_total_pct: 1.69
  grt_pass1_vias: 220
  grt_max_degree: 9
  grt_pass1_wl_um: 903
  grt_overflow_total: 0
floorplan:
  rows: 21
  core_area_sq_mm: 0.00342
  die_h_um: 80
  num_io_pins: 16
  fp_util_pct: 6.37
  die_area_sq_mm: 0.00640
  die-width_um: 80
final_layout:
  regMostFlops: "state"
  stdcell_area_sq_um: 417
  largest_register_ffs: 3
  area_delta_synth_final_pct: 91.4
  top_regs: "state: 3 flops"
  utilization_pct: 12.2
  fill_cells: 390
  drive_above_1_share_pct: 35.6
flow_run:
  drv_cap: 0
  openroad.warnings: 27
outcome:
  status: "complete, but fails checks"
  violations: "negative setup slack"
==> metal layers <==
layer  up-vias  routed length, um  track usage (%)
met2         9                325             2.73
met3         2                 63            0.455
met5         -                  0                0
li1        117                  -                -
met4         0                 15             1.23
met1        96                225             1.85
==> power groups by stage <==
stage | Combinational [uW] | Sequential (uW) | Clock [uW]
4_1_cts | 46.1 | 78.8 | 133
6_report | 47.8 | 77.3 | 124
5_1_grt | 53.8 | 77.8 | 134
==> cell usage in the layout, fill, tap and decap left out, types with 2 or more instances in the layout <==
cell type and n:
conb_1 6, clkdlybuf4s50_1 5, buf_4 5, nand2_1 4, clkbuf_4 3, nor2_1 2, a21oi_1 2, dfxtp_4 2
==> final cells by class <==
type                            count  area (sq um)  area share (%)
Sequential cell                     3          68.8            16.5
Inverter                            1          3.75           0.901
Timing Repair Buffer               14           124            29.7
Multi-Input combinational cell     23           136            32.7
Tap cell                           46          57.6            13.8
Clock buffer                        4          26.3            6.31
==> critical path: cells and delay by family (launching register included) <==
family	cells	cell delay, ps
compound gates	1	270
buf+inv	2	390
simple gates	1	130
flops	1	340
==> through the flow <==
stage                     power [uW]  std cells
after floorplan                  102         33
after global placement           122         83
after detailed placement         122         83
after CTS                        258         89
after global routing             265         91
final                            249         91
==> synthesized netlist by cell type, drive strengths merged <==
cell type,instances
nor4bb,1
buf,6
o21ai,1
nand2,4
a211oi,1
nor4b,1
or2,1
conb,1
a211o,1
a21oi,2
dfxtp,3
nor2,3
nand3b,1
inv,1
nor2b,1
==> how the worst max path moves through the flow <==
stage | from | to | slack [ps]
CTS | state[2] | next_state[1] | -110
global route | state[0] | next_state[0] | -50
finish | state[0] | next_state[0] | -5
==> cells by family (layout without fill, tap and decap cells) <==
kind of cell / count (synthesis) / count (layout) / share of synthesized area (%)
simple gates: 12 / 12 / 33.3
buf+inv: 7 / 19 / 22.4
compound gates: 5 / 5 / 14.9
flops: 3 / 3 / 27.6
other cells: 1 / 6 / 1.72
==> repair_timing <==
item                       in CTS  in global routing
setup buffers                   2                  2
setup endpoints to repair       3                  2
gates resized                  11                  3
pin swaps                       2                  3
Power figures rest on the tool's default switching activity, not on a simulated workload.
