--- /design/flow/config.mk ---
export PLATFORM = sky130hd
export DESIGN_NAME = Mealy
export DESIGN_NICKNAME = Mealy
export VERILOG_FILES = /design/flow/design.v
export SDC_FILE = /design/flow/constraint.sdc
export NUM_CORES = 4
export LEC_CHECK = 1
export CORE_AREA = 10 10 70 70
export DIE_AREA = 0 0 80 80
--- /design/flow/constraint.sdc ---
current_design Mealy

set clk_period 1.3
set clk_io_pct 0.2

create_clock -name clk0 -period $clk_period [get_ports {clk}]

set non_clock_inputs [all_inputs -no_clocks]
set_input_delay [expr $clk_period * $clk_io_pct] -clock clk0 $non_clock_inputs
set_output_delay [expr $clk_period * $clk_io_pct] -clock clk0 [all_outputs]
--- /design/flow/design.v ---
module Mealy(input clk,input rst,input data_in, output reg data_out, output reg[5:0] state, output reg[5:0] next_state);
  parameter S0= 6'b000000;
  parameter S1= 6'b000001;
  parameter S2= 6'b000010;
  parameter S3= 6'b000011;
  parameter S4= 6'b000100;
  always@(posedge clk) begin
    if(rst) begin 
      state<=0;
    end else begin 
      state<=next_state;
    end 
  end 
  always@(*) begin
    next_state=state;
    data_out=1'b0;
    case (state) 
 S0: begin
   if(data_in) begin
   next_state=S1;
 end else  begin
   next_state=S0;
 end
 end
 S1: begin
   if(data_in) begin
     next_state=S2;
   end else begin 
     next_state= S0;
   end
 end
 S2: begin
   if(!data_in) begin
     next_state=S3;
   end else begin
     next_state=S2;
   end
 end
 S3: begin
   if(data_in) begin
     next_state=S4;
   end else begin
     next_state=S0;
   end
 end
 S4: begin
   if(data_in) begin
     data_out=1'b1;
     next_state=S2;
   end else begin
     next_state=S0;
   end
 end
 default: 
   next_state=S0;
    endcase
  end
      endmodule
--- /design/flow/run.sh ---
#!/bin/bash
# OpenROAD 26Q1-2900-gdf79404cd8, Yosys 0.63+post, stock flow scripts
make -C /OpenROAD-flow-scripts/flow DESIGN_CONFIG=/design/flow/config.mk WORK_HOME=/design/flow/orfs finish
==> qor.csv <==
stage,metric,value,unit
run_status,status,finished with violations,
run_status,failing checks,setup timing,
logic_synthesis,post-synthesis instance total,21,
finish,Reg area,62.6,um^2
critical_path,required time of the critical path,1040,ps
worst_hold_path,Hold WC Path Type,flip-flop to flip-flop,
logic_synthesis,Largest cells by area,"dfxtp_1 31%, buf_4 23%, nand4bb_1 12%, and4b_2 5.8%, or3b_1 4.5%",
drt,drt drc,0,
finish,cell area after layout,455,um^2
place,pre-CTS setup slack,-529,ps
cts,Root Driver,clkbuf_4,
logic_synthesis,Simple-Gate Area Share,33.8,%
finish,layout cells sized above 1,59.1,%
place,Placed Area,359,um^2
flow_run,tool warnings,27,
drt,drt pass-1 iters,1,
pwr,Static Leak,0.211,nW
logic_synthesis,Unique masters post-synth,13,
die,Core Box Area,3420,um^2
finish,logic area,131,um^2
logic_synthesis,leading area contributor after synthesis,dfxtp_1,
die,# IOs,16,
logic_synthesis,# Cells Yosys,21,
final_timing,fmax,0.683,GHz
drt,initial DRC count,0,
finish,max FFs per register,3,
critical_path,crit path max fanout,2,
global_route,Total Routing Usage GR,2.15,%
die,fp_density,5.64,%
cts,TritonCTS clock tree,yes,
critical_path,Critical Path Start Type,flip-flop,
logic_synthesis,ys flops,3,
logic_synthesis,Synth Warn #,1,
logic_synthesis,Synth mux share,0,%
critical_path,Reg2Reg Setup Slack,240,ps
logic_synthesis,"EDFF count, synth",0,
finish,fill count,398,
cts,"CTS clk-pin slew, worst paths",30,ps
pwr,Power Density,758,nW/um^2
critical_path,CP arrival,1200,ps
global_route,GRT Residual Overflow,0,
global_route,largest net degree at the start of global routing,6,
cts,H-tree Lvls,1,
logic_synthesis,ys async rst share,0,%
final_timing,Final setup viols,5,
die,FP Rows,21,
logic_synthesis,mapped cell area,193,um^2
logic_synthesis,Synth Area per Inst,9.18,um^2
finish,largest registers,state (3),
place,IO Port Bufs,9,
finish,Largest Register,state,
logic_synthesis,sequential cell area fraction in the yosys report,31.2,%
logic_synthesis,yosys stat area,193,um^2
logic_synthesis,Synth Area in Adders,0,%
logic_synthesis,commonest cells in the netlist,"6 x buf_4, 3 x dfxtp_1, 2 x nand4bb_1",
logic_synthesis,Top non-seq family,simple AND/OR/NAND/NOR gates,
global_route,vias in the first global route,249,
drt,DR vias/cell,2.60,
cts,CTS Sinks,3,
die,height of the die,80,um
final_timing,RSZ-0062 raised after global routing,yes,
die,Die W,80,um
place,DP Wirelength,564,um
drt,Post-DRT Antenna Nets,0,
flow_run,Max Cap Viol,0,
place,GPL Wtd Cong,0.794,
final_timing,max-slew violation count,0,
final_timing,fin crit period,1460,ps
cts,clock latency on the worst-skew pair,230,ps
final_timing,Setup WS post-layout,-164,ps
final_timing,final hold vios,0,
final_timing,setup TNS,-434,ps
drt,final WL,754,um
final_timing,Final period util,113,%
logic_synthesis,area fraction of the dominant cell type after synthesis,31.2,%
drt,via count,237,
global_route,first-pass GRT wire length,1.12,mm
logic_synthesis,"XOR Share, Synth",4.55,%
die,die area,6400,um^2
critical_path,crit path capture type,primary output,
critical_path,Setup CP Type,flip-flop to primary output,
logic_synthesis,"Compound Share, Synth",3.25,%
cts,CTS max path bufs,2,
final_timing,Clock Skew,1.15,ps
pwr,Total Power,0.000345,W
drt,WL per Instance,8.29,um
cts,CTS Buf Count,3,
global_route,initial antenna violation count,1,
finish,synthesis-to-finish area growth,136,%
logic_synthesis,cell with the most instances after synthesis,buf_4,
logic_synthesis,Most used DFF post-synth,dfxtp_1,
finish,final core utilization,13.3,%
pwr,maximum vdd ir drop,0.116,mV
[power breakdown]
| part | leakage, nW | switching, W | internal [W] |
|---|---|---|---|
| logic | 0.171 | 0.0000278 | 0.0000539 |
| registers | 0.0253 | 0.00000366 | 0.0000983 |
| clock network | 0.0150 | 0.0000466 | 0.000115 |
| total | 0.211 | 0.0000781 | 0.000267 |
[repair_timing]
item                                    in CTS  in global routing
pin swaps                                    4                  1
endpoints found under the setup margin       7                  5
hold buffers                                 0                  0
resized                                     28                  0
setup buffers                                3                  2
[layout by cell type, fill, tap and decap left out, types with 2 or more instances in the layout]
cell / netlist / routed
clkbuf_4: 0 / 3
clkdlybuf4s50_1: 0 / 2
buf_4: 6 / 5
dlygate4sd2_1: 0 / 3
buf_2: 0 / 4
dfxtp_2: 0 / 2
buf_6: 0 / 6
conb_1: 1 / 6
[worst paths after layout]
path	startpoint	to	depth (start not counted)
max	state[0]	next_state[1]	4
min	state[2]	state[0]	2
max reg2reg	state[2]	state[1]	4
min reg2reg	state[2]	state[0]	2
[layout make-up]
| type | count | area share [%] |
|---|---|---|
| Antenna cell | 1 | 0.549 |
| Clock buffer | 4 | 5.77 |
| Inverter | 1 | 0.824 |
| Multi-Input combinational cell | 16 | 28.8 |
| Sequential cell | 3 | 13.7 |
| Tap cell | 46 | 12.6 |
| Timing Repair Buffer | 20 | 37.6 |
[layer usage]
layer / part of all wire (%) / wire [um] / vias to the layer above / track usage [%]
li1: - / - / 109 / -
met1: 43 / 326 / 111 / 2.65
met2: 40 / 304 / 13 / 2.65
met3: 13 / 95 / 4 / 1.48
met4: 3.6 / 27 / 0 / 1.23
met5: 0 / 0 / - / 0
[metrics by stage]
step | cells | hold slack (ps)
after floorplan | 26 | 329
after global placement | 81 | 554
after detailed placement | 81 | 556
after CTS | 88 | 560
after global routing | 91 | 577
final | 91 | 559
[cells by family (layout without fill, tap and decap cells)]
| kind of cell | after synthesis | count (layout) |
|---|---|---|
| other | 1 | 7 |
| buffers and inverters | 7 | 25 |
| flip-flops | 3 | 3 |
| AND-OR/OR-AND | 1 | 1 |
| XOR/XNOR | 1 | 1 |
| AND/OR/NAND/NOR | 8 | 8 |
[worst max-delay path, cell delays in order (launching register included)]
cell,delay [ps]
dfxtp_2,320
buf_6,110
or3b_4,370
nand3_2,70
buf_2,110
Power is estimated from default activity; no workload was simulated.
